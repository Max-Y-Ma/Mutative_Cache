--- design/flow/design.v ---
interface banked_mem_itf(
    input   bit         clk,
    input   bit         rst
);
    logic   [31:0]      addr;
    logic               read;
    logic               write;
    logic   [63:0]      wdata;
    logic               ready;
    logic   [31:0]      raddr;
    logic   [63:0]      rdata;
    logic               rvalid;
    bit                 error = 1'b0;
    modport dut (
        input           clk,
        input           rst,
        output          addr,
        output          read,
        output          write,
        output          wdata,
        input           ready,
        input           raddr,
        input           rdata,
        input           rvalid
    );
    modport mem (
        input           clk,
        input           rst,
        input           addr,
        input           read,
        input           write,
        input           wdata,
        output          ready,
        output          rdata,
        output          raddr,
        output          rvalid,
        output          error
    );
    modport mon (
        input           clk,
        input           rst,
        input           addr,
        input           read,
        input           write,
        input           wdata,
        input           ready,
        input           rdata,
        input           raddr,
        input           rvalid,
        input           error
    );
endinterface
interface mon_itf(
    input   bit             clk,
    input   bit             rst
);
            logic           valid [8];
            logic   [63:0]  order [8];
            logic   [31:0]  inst [8];
            logic           halt [8];
            logic   [4:0]   rs1_addr [8];
            logic   [4:0]   rs2_addr [8];
            logic   [31:0]  rs1_rdata [8];
            logic   [31:0]  rs2_rdata [8];
            logic   [4:0]   rd_addr [8];
            logic   [31:0]  rd_wdata [8];
            logic   [31:0]  pc_rdata [8];
            logic   [31:0]  pc_wdata [8];
            logic   [31:0]  mem_addr [8];
            logic   [3:0]   mem_rmask [8];
            logic   [3:0]   mem_wmask [8];
            logic   [31:0]  mem_rdata [8];
            logic   [31:0]  mem_wdata [8];
            bit             error = 1'b0;
endinterface
module ff_array #(
            parameter               S_INDEX     = 4,
            parameter               WIDTH       = 1
)(
    input   logic                   clk0,
    input   logic                   rst0,
    input   logic                   csb0,
    input   logic                   web0,
    input   logic   [S_INDEX-1:0]   addr0,
    input   logic   [WIDTH-1:0]     din0,
    output  logic   [WIDTH-1:0]     dout0
);
            localparam              NUM_SETS    = 2**S_INDEX;
            logic                   web0_reg;
            logic   [S_INDEX-1:0]   addr0_reg;
            logic   [WIDTH-1:0]     din0_reg;
            logic   [WIDTH-1:0]     internal_array [NUM_SETS];
    always_ff @(posedge clk0 or posedge rst0) begin
        if (rst0) begin
            web0_reg  <= 1'b1;
            addr0_reg <= '0;
            din0_reg  <= 'x;
        end else begin
            if (!csb0) begin
                web0_reg  <= web0;
                addr0_reg <= addr0;
                din0_reg  <= din0;
            end
        end
    end
    always_ff @(posedge clk0 or posedge rst0) begin
        if (rst0) begin
            for (int i = 0; i < NUM_SETS; i++) begin
                internal_array[i] <= '0;
            end
        end else begin
            if (!web0_reg) begin
                internal_array[addr0_reg] <= din0_reg;
            end
        end
    end
    always_comb begin
        dout0 = internal_array[addr0_reg];
    end
endmodule : ff_array
--- design/flow/run.sh ---
#!/bin/bash
# OpenROAD 26Q1-2900-gdf79404cd8, Yosys 0.63+post, stock flow scripts
make -C /OpenROAD-flow-scripts/flow DESIGN_CONFIG=/design/flow/config.mk WORK_HOME=/design/flow/orfs finish
--- design/flow/config.mk ---
export PLATFORM = sky130hd
export DESIGN_NAME = ff_array
export DESIGN_NICKNAME = ff_array
export VERILOG_FILES = /design/flow/design.v
export SDC_FILE = /design/flow/constraint.sdc
export NUM_CORES = 4
export LEC_CHECK = 1
export CORE_UTILIZATION = 30
--- design/flow/constraint.sdc ---
current_design ff_array

set clk_period 3.6
set clk_io_pct 0.2

create_clock -name clk0 -period $clk_period [get_ports {clk0}]

set non_clock_inputs [all_inputs -no_clocks]
set_input_delay [expr $clk_period * $clk_io_pct] -clock clk0 $non_clock_inputs
set_output_delay [expr $clk_period * $clk_io_pct] -clock clk0 [all_outputs]
==> qor.txt <==
number of diodes: 0
Cell Type Count: 31
Setup crit start kind: flip-flop
RSZ-0062 raised after global routing: false
flip-flop count of the largest register after layout: 16
worst hold margin: 495 ps
Post-CTS Repair Setup Buffers: 0
pre-placement core utilization: 0.316
CTS tree: done
port bufs: 9
post-route minimum period: 2860 ps
Avg WL per Cell: 13.8 microns
most area-hungry cell type in the Yosys netlist: dfrtp_1
yosys cell count: 99
Synth Warn #: 2
Rows: 22
actual transition at the worst max-transition pin: 851 ps
VDD IR max: 237 uV
CTS Hold Bufs: 0
initial antenna violation count: 0
crit path DRT: 2880 ps
DP Wirelength: 1460 microns
CTS sink count: 22
Vias/cell: 4.89
Pins Over Slew Limit: 0
Setup Skew: 1.68 ps
I/O pin count: 10
largest net degree at the start of global routing: 23
Core Area: 0.00372 sq mm
cells after synthesis: 99
Finished Layout Cells: 153
Chip Area, Yosys: 0.00118 sq mm
most numerous logic cells after layout: dfrtp_1 (21), mux2_1 (16), nand2_1 (12)
flops & latches, synth: 22
PnR worst setup slack: 740 ps
Overflow after GRT: 0
pre-CTS WS: 1040 ps
Top cells by area: dfrtp_1 (45%), mux2_1 (15%), mux2_2 (5.7%)
Setup crit end kind: primary output
global-route wire length before repair: 3810 microns
asr flop ratio synth: 1.00
Max Fclk: 0.350 GHz
Core Util, Final: 0.361
dpl cell area: 0.00127 sq mm
Max clock buf depth: 2
Die Size: 0.00418 sq mm
total CTS buffers: 3
max_cap viols: 0
Leak: 0.539 nW
Post-DRT Antenna Nets: 0
placed cell count: 149
post_cts resized: 0
PwrDens: 597 mW/mm^2
Die Span X: 64.6 microns
routability congestion estimate: 0.806
Clock Latency Late Sink: 260 ps
fin crit share: 0.794
post-route setup TNS: 0 ps
relative slew slack: 0.432
gr usage total: 0.118
share of cells above drive strength 1: 0.152
CP Max Fanout: 15
H-tree levels: 1
vias in the first global route: 785
Crit path arrival time: 2140 ps
CP Class: reg2out
Top cell excl fill/tap: dfrtp_1
Power, Total: 0.801 mW
worst hold path class: reg2reg
synthesis-to-layout area growth: 14.0%
DR pass1 iterations: 4
status: finished, final reports clean
root buf cell: clkbuf_8
Synth Cell Area: 0.00118 sq mm
Die Ht: 64.6 microns
drt total wl: 2120 microns
Top cell area share: 0.447
Final Hold Fails: 0
Syn Area/Cell: 11.9 sq um
cell area after layout: 0.00134 sq mm
post-synthesis sequential area ratio: 0.469
DR iter-0 viols: 88
Tool Warnings: 25
CTS clock-pin slew for the worst setup and hold paths: 80 ps
# DRC: 0
Commonest flop: dfrtp_1
Vias: 748
flip-flops with a built-in enable: 0
final setup fails: 0
-- metal layers --
metal	global-route usage	vias to the layer above	routed length [microns]
met1	0.175	372	1070
met2	0.180	12	929
met4	0.0139	0	17
met5	0	-	0
li1	-	360	-
met3	0.0339	4	103
-- cell families (layout without fill, tap and decap cells) --
kind of cell,after synthesis,count (layout),share of synthesized area
AOI/OAI and AO/OA,7,7,0.0415
buffers and inverters,8,14,0.0511
muxes,29,29,0.274
and+or+nand+nor,33,33,0.164
DFF,22,22,0.469
-- cell usage after synthesis (2+ instances only) --
master and number:
clkbuf_1 2, nor2b_1 2, nand2b_1 3, buf_4 2
mux2_2 6, mux2_1 16, mux2i_1 6, nor3b_2 2
nor2_1 3, nand2_1 12, nand3_1 3, buf_6 3
dfrtp_1 21
-- power by group --
group	internal, mW	total (mW)	leakage (nW)	switching, mW
Combinational	0.105	0.167	0.238	0.0614
Clock	0.149	0.230	0.0357	0.0817
Sequential	0.336	0.404	0.265	0.0682
-- worst paths after layout --
check                                                from                              to  slack [ps]  depth (start not counted)
max                              addr0_reg[1]$_DFFE_PP0N_                        dout0[0]         740                          5
min                        internal_array[15]$_DFFE_PP0P_  internal_array[15]$_DFFE_PP0P_         490                          1
max reg2reg                      addr0_reg[1]$_DFFE_PP0N_  internal_array[14]$_DFFE_PP0P_        1960                          3
min reg2reg                internal_array[15]$_DFFE_PP0P_  internal_array[15]$_DFFE_PP0P_         490                          1
max in group asynchronous                            rst0   internal_array[5]$_DFFE_PP0P_        2150                          2
min in group asynchronous                            rst0   internal_array[4]$_DFFE_PP0P_         920                          2
-- critical path, cell delays in order, from the launching register on --
cell and delay [ps]:
dfrtp_1 710, mux2i_1 210, o22ai_1 170, o21ai_0 100
a31oi_1 200, clkdlybuf4s50_1 480
-- layout make-up --
type                    instances  area, sq um
clock inverters                 1         30.0
fillers                       368         2370
flip-flops and latches         22          552
multi-input cells              69          564
inverters                       1         3.75
well taps                      48         60.1
repair buffers                  9         90.1
clock buffers                   3         41.3
Power and IR drop assume default switching activity.
